--- flow/config.mk ---
export PLATFORM = sky130hd
export DESIGN_NAME = delay
export DESIGN_NICKNAME = delay
export VERILOG_FILES = /design/flow/design.v
export SDC_FILE = /design/flow/constraint.sdc
export NUM_CORES = 4
export LEC_CHECK = 1
export CORE_UTILIZATION = 50
--- flow/constraint.sdc ---
current_design delay

set clk_period 4.9
set clk_io_pct 0.2

create_clock -name clk0 -period $clk_period [get_ports {clk}]

set non_clock_inputs [all_inputs -no_clocks]
set_input_delay [expr $clk_period * $clk_io_pct] -clock clk0 $non_clock_inputs
set_output_delay [expr $clk_period * $clk_io_pct] -clock clk0 [all_outputs]
--- flow/run.sh ---
#!/bin/bash
# OpenROAD 26Q1-2900-gdf79404cd8, Yosys 0.63+post, stock flow scripts
make -C /OpenROAD-flow-scripts/flow DESIGN_CONFIG=/design/flow/config.mk WORK_HOME=/design/flow/orfs finish
--- flow/design.v ---
`default_nettype none
module delay (
    input wire clk,
    input wire [3:0] cycles,
    input wire [15:0] original,
    output wire [15:0] delayed
);
reg [15:0] chain[15:0];
always_comb chain[0] = original;
generate genvar i;
for (i=0; i<15; i=i+1) begin
    always @(posedge clk) chain[i+1] <= chain[i];
end
endgenerate
assign delayed = chain[cycles];
endmodule
==> flow_summary_export.csv <==
group,metric,value,unit
power,clkPwrFrac,41.7,%
final_layout,fill_cells,1060,
final_timing,final_max_slew_viol_count,0,
final_layout,regMostFlops,"chain",
synth,yosys_area,7300,um^2
final_timing,rsz0062_at_grt,"false",
synth,ys_seq_share,65.8,%
detailed_routing,drc,0,
grt,grtUsageMet1,42.3,%
synth,synth_area,7300,um^2
critical_path,slowest_stage,"and3b_1",
synth,most_common_cell,"dfxtp_1",
final_layout,top_regs,"chain (240)",
clock_network,cts.sinks,240,
power,swShare,21.9,%
floorplan,die_w,123,um
synth,synth_top_area_share,65.8,%
clock_network,clk_path_buf_depth,3,
detailed_routing,first_pass_iters,5,
final_timing,clock.fmax,231,MHz
final_layout,final_core_util,60.9,%
grt,antenna_found_initial,0,
final_timing,setup_viol,0,
run_status,run_status,"finished clean",
detailed_routing,ant_nets,0,
floorplan,chipArea,15100,um^2
critical_path,required,3.92,ns
final_timing,slew_headroom,38.6,%
critical_path,cp.arrival,3.35,ns
grt,grt_pass1_vias,4646,
clock_network,insertion_delay,0.50,ns
synth,ys.flop_type,"dfxtp_1",
final_timing,fin_crit_sh,88.3,%
synth,edf_count,0,
grt,grt_use_met3,4.60,%
final_timing,finalSetupTns,0,ns
final_timing,hold_violations,0,
final_layout,flop_area,4800,um^2
grt,met2_usage,35.3,%
final_timing,finalWorstPathRequiredPeriod,4.33,ns
placed_design,portBuffers,36,
run,cap_violations,0,
critical_path,crit_type,"in -> out",
power,power_frac_comb,6.2,%
clock_network,cts_buffers,23,
critical_path,r2r-start,"chain[10][7]$_DFF_P_",
clock_network,h-tree-depth,1,
detailed_routing,via_count,4744,
final_timing,clock_skew,0.0100,ns
floorplan,fp_util,52.0,%
floorplan,rows,43,
final_layout,syn2layout_area_growth,17.1,%
detailed_routing,routed_wl,17100,um
clock_network,tritoncts,"yes",
synth,ys_cells,593,
detailed_routing,antenna_cells_inserted,0,
worst_hold_path,hold_start,"chain[2][2]$_DFF_P_",
clock_network,ctsResizeCount,0,
power,p_leak,3.42,nW
power,p_int,3.16,mW
final_layout,logic_area,2280,um^2
synth,async_flop_share,0,%
critical_path,rr_worst_depth,0,
detailed_routing,via_per_inst,5.74,
detailed_routing,wire_per_inst,20.7,um
floorplan,fp.coreArea,14000,um^2
grt,grt_use_total,25.0,%
worst_hold_path,worstHoldEndpoint,"chain[3][2]$_DFF_P_",
synth,syn_area_per_cell,12.3,um^2
power,power.switching,885,uW
final_timing,worst_slew_pin_slew,0.919,ns
placed_design,detailed_place_hpwl,10200,um
placed_design,gp_congestion,0.850,
grt,grt_pass1_wl,26700,um
synth,syn_inst,593,
grt,gr-total-overflow,0,
power,peakVddDrop,0.300,mV
final_layout,drive_above_1_share,12.4,%
synth,netlist-cell-type-count,48,
final_layout,largest_register_ffs,240,
run,warnings,25,
critical_path,r2r_slack,4.44,ns
floorplan,ios,37,
synth,yosys-top-cells-count,"240 x dfxtp_1, 43 x a22oi_1, 27 x and3b_1",
clock_network,post_cts_buffers,0,
synth,ys_warn_count,2,
power,design_power_total,4.04,mW
clock_network,ctsHoldBuffers,0,
power,power_density,473,nW/um^2
worst_hold_path,hold_path.class,"reg -> reg",
clock_network,clk_pin_slew,0.06,ns
clock_network,clock-root-buffer,"clkbuf_16",
critical_path,cp-end-kind,"output pin",
power,pwr-share-seq,52.1,%
critical_path,cp_max_fo,27,
critical_path,crit_chain,"buf_2 -> buf_4 -> and3b_1 -> nand2_1 -> a22oi_1 -> o32a_1 -> clkdlybuf4s50_1",
worst_hold_path,min_path_cells,0,
critical_path,crit_path_max_incr_delay,0.78,ns
synth,yosysTopAreaCell,"dfxtp_1",
grt,grt-busiest-layer,"met1",
floorplan,die_y,123,um
grt,grt_start_max_net_pins,65,
synth,ys.flops,240,
detailed_routing,first_iter_violations,449,
critical_path,cp-start-kind,"input port",
critical_path,worstReg2RegEnd,"chain[11][7]$_DFF_P_",
synth,top_cells_by_area,"dfxtp_1 66%, a22oi_1 4.4%, and3b_1 3.2%",
## power groups by stage
| stage | registers (mW) | logic (mW) | clock network (mW) |
|---|---|---|---|
| 6_report | 2.11 | 0.250 | 1.68 |
| 5_1_grt | 2.12 | 0.271 | 1.79 |
| 4_1_cts | 2.11 | 0.251 | 1.70 |
## critical path, delay by kind of cell
kind / cells / cell delay [ns]
simple gates: 2 / 0.90
buf+inv: 3 / 1.03
compound gates: 2 / 0.43
## how the worst max path moves through the flow
stage | start | end | slack, ns | cells past startpoint
global route | cycles[0] | delayed[14] | 0.42 | 7
finish | cycles[0] | delayed[14] | 0.57 | 7
CTS | cycles[2] | delayed[14] | 0.59 | 7
## placed cells by master (no fill, tap or decap), types with 4 or more instances in the layout
cell / count
clkdlybuf4s50_1: 32
buf_2: 4
nor2b_1: 9
and3b_1: 27
clkinv_2: 4
nand2b_1: 15
a21boi_0: 12
clkbuf_16: 23
clkbuf_1: 4
clkbuf_8: 7
nand2_1: 20
o21ai_1: 6
o32a_1: 12
o211ai_1: 13
buf_4: 22
mux2i_1: 4
nor3b_1: 16
and3_1: 19
o21ai_0: 25
a222oi_1: 13
a22oi_1: 43
a221oi_1: 4
nor2_1: 6
dfxtp_1: 240
a221oi_2: 10
nand3b_1: 13
## cells by family (layout without fill, tap and decap cells)
logic type | count (synthesis) | after routing | synth area share, %
AND-OR/OR-AND | 156 | 156 | 17.0
buffers and inverters | 47 | 100 | 3.03
flip-flops | 240 | 240 | 65.8
multiplexers | 7 | 7 | 1.01
AND/OR/NAND/NOR | 143 | 143 | 13.2
## cell type report
cell class              count  area share (%)
flip-flops and latches    240            56.2
inverters                   1          0.0439
well taps                 180            2.63
multi-input cells         306            26.7
clock buffers              34            8.03
repair buffers             58            5.91
clock inverters             7           0.512
## stage by stage
| stage | std cells | instance area [um^2] | hold slack (ns) | worst slack, ns |
|---|---|---|---|---|
| after global placement | 785 | 7820 | 0.325 | 0.618 |
| after floorplan | 593 | 7300 | 0.323 | 1.74 |
| final | 826 | 8550 | 0.341 | 0.571 |
| after detailed placement | 785 | 7820 | 0.329 | 0.608 |
| after global routing | 826 | 8550 | 0.344 | 0.420 |
| after CTS | 826 | 8550 | 0.343 | 0.589 |
## metal layers
layer  wire length [um]  up-vias  share of wire, %
met5                  0        -                 0
met4                321        0               1.9
met3               1000       27               5.9
met2               7330      130                43
met1               8410     2302                49
li1                   -     2285                 -
Power figures rest on the tool's default switching activity, not on a simulated workload.
